## design/flow/config.mk

```make
export PLATFORM = sky130hd
export DESIGN_NAME = cmpmac
export DESIGN_NICKNAME = cmpmac
export VERILOG_FILES = /design/flow/design.v
export SDC_FILE = /design/flow/constraint.sdc
export NUM_CORES = 4
export LEC_CHECK = 1
export CORE_UTILIZATION = 50
```

## design/flow/constraint.sdc

```tcl
current_design cmpmac

set clk_period 9.9
set clk_io_pct 0.2

create_clock -name clk0 -period $clk_period [get_ports {wb_clk_i}]

set non_clock_inputs [all_inputs -no_clocks]
set_input_delay [expr $clk_period * $clk_io_pct] -clock clk0 $non_clock_inputs
set_output_delay [expr $clk_period * $clk_io_pct] -clock clk0 [all_outputs]
```

## design/flow/design.v

```verilog
module cmpmac(
	input				wb_clk_i,	 
	input				rst_i,		 
	input  [2:0]	wb_adr_i,	 
	input  [15:0]	wb_dat_i,	 
	output [15:0]	wb_dat_o,	 
	input				wb_cyc_i,	 
	input				wb_we_i,		 
	input				wb_stb_i,	 
	input  [1:0]	wb_sel_i,
	output			wb_ack_o,	 
	input	 [1:0]	eth_pms_i,	 
	input				eth_clk_i,	 
	input				eth_macr_i,	 
	input  [47:0]	eth_macd_i,	 
	output			cmp_done_o,	 
	output			cmp_res_o	 
);
reg [15:0]  stdmacl[0:13];     
reg [15:0]  stdmacm[0:13];     
reg [15:0]  stdmach[0:13];     
reg [3:0]	adr;               
reg [15:0]	wb_dat;            
assign wb_dat_o = wb_dat;
wire			stpac, promisc;
reg			cmp_res, cmp_done;
assign stpac = eth_pms_i[0];
assign promisc = eth_pms_i[1] | eth_pms_i[0];
assign cmp_res_o = promisc? 1'b1 : cmp_res;
assign cmp_done_o = promisc? 1'b1 : cmp_done;
wire			bus_strobe, bus_write_req, bus_read_req;
assign bus_strobe = wb_cyc_i & wb_stb_i & ~wb_ack_o & stpac;	 
assign bus_read_req = bus_strobe & ~wb_we_i;							 
assign bus_write_req = bus_strobe & wb_we_i;							 
reg  [1:0]	ack;
always @(posedge wb_clk_i) begin
	ack[0] <= wb_cyc_i & wb_stb_i;
	ack[1] <= wb_cyc_i & ack[0];
end
assign wb_ack_o = wb_cyc_i & wb_stb_i & ack[1];
wire clock;				 
assign clock = stpac? wb_clk_i : eth_clk_i;
always @(posedge clock, posedge rst_i)  begin
	if(rst_i) begin
		cmp_res <= 1'b0; cmp_done <= 1'b0;
		adr <= 4'b0;
	end
	else if(bus_read_req) begin
		case(wb_adr_i[2:0])
			3'b000:  
				wb_dat <= {12'b0, adr};
			3'b001:  
				wb_dat <= stdmacl[adr];
			3'b010:  
				wb_dat <= stdmacm[adr];
			3'b011:  
				wb_dat <= stdmach[adr];
		endcase
	end
	else if(bus_write_req) begin
		if(wb_sel_i[1]) begin
			case(wb_adr_i[2:0])
				3'b000:  
					adr <= wb_dat_i[3:0];
				3'b001:  
					stdmacl[adr] <= wb_dat_i;
				3'b010:  
					stdmacm[adr] <= wb_dat_i;
				3'b011:  
					stdmach[adr] <= wb_dat_i;
			endcase
		end
	end
	else begin
		if(eth_macr_i) begin
			if((adr <= 4'd13) & (cmp_done == 1'b0)) begin
            if((eth_macd_i[15:0] == stdmacl[adr]) && (eth_macd_i[31:16] == stdmacm[adr]) &&
               (eth_macd_i[47:32] == stdmach[adr])) begin
					cmp_res <= 1'b1; cmp_done <= 1'b1;
				end
				adr <= adr + 1'b1;
			end
			else
				cmp_done <= 1'b1;
		end
		else begin
			if(cmp_done) begin
				adr <= 4'b0;
				cmp_res <= 1'b0;
				cmp_done <= 1'b0;
			end
		end
	end
end
endmodule
```

## design/flow/run.sh

```bash
#!/bin/bash
# OpenROAD 26Q1-2900-gdf79404cd8, Yosys 0.63+post, stock flow scripts
make -C /OpenROAD-flow-scripts/flow DESIGN_CONFIG=/design/flow/config.mk WORK_HOME=/design/flow/orfs finish
```

==> impl_metrics.yaml <==
# implementation run metrics
sta:
  relSlewSlack_pct: 30.1
  max_freq_mhz: 182
  rsz0062_at_grt: "false"
  finalClockPeriodUsage_pct: 55.6
  worst_pin_slew_ns: 1.04
  holdWs_ns: 0.452
  finalSetupTns_ns: 0
  period_needed_ns: 5.51
  setup_viol: 0
  drv_slew: 0
  hold_viol: 0
  finClkSkew_ns: 0.0158
drt:
  routed_wl_um: 88900
  vias: 17700
  drc_errors: 0
  drt.antenna.violating_nets: 0
  avgRoutedWirePerCell_um: 32.0
  firstDrtPassIters: 5
  viasPerCell: 6.36
  drt_iter0_markers: 1381
layout:
  logic_area_sq_mm: 0.00653
  drive_gt1_share_pct: 14.3
  syn2layout_area_growth_pct: 16.7
  fillCellCount: 4122
  regArea_sq_mm: 0.0209
floorplan:
  dieArea_sq_mm: 0.0568
  pin_count: 97
  fp.coreArea_sq_mm: 0.0552
  std_cell_rows: 86
  fp_util_pct: 50.6
  die_h_um: 238
  die_x_um: 238
synth:
  netlist_instances: 1805
  yosys_area_sq_mm: 0.0279
  syn_area_sq_mm: 0.0279
  synth.avg_cell_area_sq_um: 15.5
  synth-main-ff-cell: "edfxtp_1"
  simple_gate_share_pct: 5.88
  yosysUniqueCellTypes: 76
  synthArstFlopShare_pct: 0.862
  synthTopLogicFamily: "AND-OR/OR-AND gates"
  yosysCellCount: 1805
  ys_sh_aoi_pct: 13.1
  synth.area.mux_share_pct: 2.73
  ys_sh_adder_pct: 0.224
  xor_area_share_pct: 0.941
  yosys.stat.seqShare_pct: 74.6
  numSynthFlops: 696
  yosysWarningCount: 4
  edf_count: 688
hold_path:
  hold_class: "reg2reg"
  hold_path_depth: 1
  hold_end: "ack[1]$_DFF_P_"
  hold_start: "ack[0]$_DFF_P_"
global_routing:
  antenna_found_initial: 2
  grt_usage_pct: 35.3
  grt_pass1_vias: 18000
  grt_pass1_wl_um: 126000
  grt_max_degree: 99
  grt.overflow.total: 0
critical_path:
  worstRegToRegCells: 13
  cp_max_fo: 4
  critical_path_arrival_ns: 3.53
  start_kind: "input port"
  cp-end-kind: "primary output"
  critPathKind: "in2out"
  crit_required_ns: 7.92
  r2r_start: "adr[3]$_DFFE_PP0P_"
  reg2reg_to: "cmp_done$_DFFE_PP0P_"
  ff2ff_setup_slack_ns: 4.48
power:
  total_power_w: 0.00548
  ir_drop_v: 0.000165
  p_leak_nw: 10.4
  p_per_area_mw_per_mm2: 168
clocking:
  cts_tree: "done"
  clock_latency_ns: 1.02
  ctsHoldBuffers: 0
  ctsResizeCount: 0
  cts_setup_buffers: 0
  clk_pin_slew_ns: 0.03
flow_run:
  warnings: 30
  drv_cap: 0
run_status:
  status: "finished clean"
place:
  routabilityCongestion: 0.982
  dp_hpwl_um: 53300
  io_buffers: 95
-- synth_stat cells, drive strengths merged, types with 6 or more instances --
cell type,n,area share (%)
edfxtp,688,74
nor2,114,1.5
nand2,105,1.4
a22oi,95,2.6
buf,85,1.6
a21oi,76,1.4
mux2i,56,2.0
o21ai,55,0.99
o22ai,42,0.94
clkbuf,39,0.52
a221oi,36,1.2
nand3,30,0.54
a22o,28,0.88
inv,23,0.31
a31oi,22,0.49
a222oi,21,0.75
nor3,20,0.36
a211oi,19,0.53
mux2,16,0.64
nand2b,16,0.36
xnor2,15,0.47
xor2,15,0.47
a32oi,13,0.41
and3,12,0.27
nor4,12,0.29
o2bb2ai,11,0.34
a221o,9,0.32
nor2b,9,0.20
o2111ai,8,0.25
a311oi,7,0.22
a32o,7,0.25
nand4,7,0.16
o221ai,7,0.22
and2,6,0.13
dfrtp,6,0.54
o32ai,6,0.21
-- per-stage QoR --
step	utilization (%)	area [sq um]	std cells	worst slack (ns)
2_1_floorplan	-	27900	1805	5.24
3_3_place_gp	54.6	30100	2633	4.48
3_5_place_dp	54.6	30100	2633	4.53
4_1_cts	59.1	32600	2774	4.41
5_1_grt	59.1	32600	2774	4.28
6_report	59.1	32600	2776	4.39
-- logic make-up (layout without fill, tap and decap cells) --
group,Yosys count,after routing
muxes,73,73
DFF,696,696
buffers and inverters,147,368
other,0,2
and+or+nand+nor,353,353
xor gates and xnor gates,30,30
AOI/OAI and AO/OA,501,501
adders and majority gates,5,5
-- registers in the layout (all words and copies together) (netlist names) --
| register | flops |
|---|---|
| stdmach | 224 |
| cmp_res | 1 |
| stdmacl | 224 |
| wb_dat | 16 |
| stdmacm | 224 |
| adr | 4 |
| cmp_done | 1 |
| ack | 2 |
-- worst max-delay path, cell delays in order --
cell and delay, ns:
clkdlybuf4s50_1 0.64, or3_1 0.48, clkdlybuf4s50_1 0.43
-- worst max path at each step --
| stage | startpoint | to | slack (ns) |
|---|---|---|---|
| after CTS | eth_pms_i[0] | cmp_done_o | 4.41 |
| after global routing | adr[0]$_DFFE_PP0P_ | cmp_res$_DFFE_PP0P_ | 4.28 |
| final | eth_pms_i[0] | cmp_done_o | 4.39 |
-- where the power goes --
group	switching (W)	internal, W
clock	0.000648	0.000985
sequential	0.0000231	0.00182
combinational	0.00141	0.000598
total	0.00208	0.00340
-- area by class of cell --
class,count,area share [%]
Sequential cell,696,64.0
Multi-Input combinational cell,962,20.0
Clock buffer,99,6.69
Timing Repair Buffer,204,5.25
Tap cell,748,2.87
Clock inverter,42,0.921
Inverter,23,0.265
Antenna cell,2,0.0154
-- cell usage in the layout (no fill, tap or decap), types with 23 or more instances in the layout --
cell	netlist	final
inv_1	23	23
a22o_1	28	28
clkdlybuf4s50_1	0	81
clkbuf_16	0	85
a21oi_1	76	76
a221oi_1	34	34
edfxtp_1	688	688
buf_4	10	108
o22ai_1	42	42
nor2_1	114	101
nand3_1	30	30
mux2i_1	56	56
o21ai_0	53	53
a22oi_1	94	94
nand2_1	104	104
-- layer usage --
metal  up-vias  share of wire, %  track usage, %
li1       7610                 -               -
met1      8671                35            49.0
met2      1225                45            49.0
met3       159                17            24.2
met4         4               3.1            9.03
met5         -              0.17            1.99
No activity file was given, so power comes from the tool's default toggle rates.
