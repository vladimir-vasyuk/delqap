==> ./design.v <==
module dma (
	input					clk_i,		 
	input					rst_i,		 
	input  [2:0]		wb_adr_i,	 
	input  [15:0]		wb_dat_i,	 
	output [15:0]		wb_dat_o,	 
	input					wb_cyc_i,	 
	input					wb_we_i,		 
	input  [1:0]		wb_sel_i,	 
	input					wb_stb_i,	 
	output				wb_ack_o,	 
	output				dma_req_o,	 
	input					dma_gnt_i,	 
	output [21:0]		dma_adr_o,	 
	input  [15:0]		dma_dat_i,	 
	output [15:0]		dma_dat_o,	 
	output				dma_stb_o,	 
	output				dma_we_o,	 
	input					dma_ack_i,	 
	input  [15:0]		lbdata_i,	 
	output [15:0]		lbdata_o,	 
	output [15:1]		dma_lad_o,	 
	output				dma_txmode_o,	 
	output				dma_rxmode_o,	 
	output				dma_mode_o		 
);
reg  [3:0]	dma_op;			 
reg  [15:0]	dma_wcount;		 
reg  [15:1]	dma_lad;			 
reg  [21:1]	dma_haddr;		 
reg  [7:0]	ibus_wait;		 
reg  [7:0]	bus_wait;		 
reg  [15:0] data_index;		 
reg			nxm;				 
reg			iocomplete;		 
reg  [15:0]	dma_dat, wb_dat, lbdata;
reg			dma_req, dma_stb, dma_we;
assign dma_lad_o = dma_lad;
assign dma_adr_o = {dma_haddr, 1'b0};
assign dma_dat_o = dma_dat;
assign dma_req_o = dma_req;
assign dma_stb_o = dma_stb;
assign dma_we_o = dma_we;
assign lbdata_o = lbdata;
assign wb_dat_o = wb_dat;
assign dma_txmode_o = dma_op[3];
assign dma_rxmode_o = dma_op[2];
assign dma_mode_o = dma_op[1] | dma_op[0];
wire			wstart, rstart;
assign wstart = dma_op[1];
assign rstart = dma_op[0];
localparam[3:0] dma_idle = 0; 
localparam[3:0] dma_read_prep = 1;
localparam[3:0] dma_read = 2;
localparam[3:0] dma_read_next = 3;
localparam[3:0] dma_read_done = 4;
localparam[3:0] dma_write_prep = 5; 
localparam[3:0] dma_write = 6;
localparam[3:0] dma_write_next = 7;
localparam[3:0] dma_write_done = 8;
reg  [3:0]	dma_state;
wire			bus_strobe, bus_read_req, bus_write_req;
assign bus_strobe = wb_cyc_i & wb_stb_i & ~wb_ack_o;	 
assign bus_read_req = bus_strobe & ~wb_we_i;				 
assign bus_write_req = bus_strobe & wb_we_i;				 
reg  [1:0]	ack;
always @(posedge clk_i) begin
	ack[0] <= wb_cyc_i & wb_stb_i;
	ack[1] <= wb_cyc_i & ack[0];
end
assign wb_ack_o = wb_cyc_i & wb_stb_i & ack[1];
always @(posedge clk_i, posedge rst_i)  begin
   if (rst_i) begin
      dma_state <= dma_idle; 
      dma_req <= 1'b0; 
      dma_we <= 1'b0; 
      dma_stb <= 1'b0; 
      nxm <= 1'b0; 
      iocomplete <= 1'b0;
      dma_haddr <= 21'b0;
      dma_lad <= 15'b0;
		dma_wcount <= 16'hFFFF;
		dma_op <= 4'b0;
		ibus_wait<= 8'b11111111;
   end
   else  begin
		if (bus_read_req == 1'b1) begin
			case (wb_adr_i[2:0])
				3'b000:	 
					wb_dat <= {8'b0, iocomplete, nxm, 2'b0, dma_op[3:0]};
				3'b001:	 
					wb_dat <= dma_wcount;
				3'b010:	 
					wb_dat <= {dma_lad[15:1], 1'b0};
				3'b011:	 
					wb_dat <= {dma_haddr[15:1], 1'b0};
				3'b100:	 
					wb_dat <= {10'b0, dma_haddr[21:16]};
				3'b101:	 
					wb_dat <= {8'b0, ibus_wait[7:0]};
			endcase
		end
		else if (bus_write_req == 1'b1) begin
			if (wb_sel_i[0] == 1'b1) begin    
				case (wb_adr_i[2:0])
					3'b000:	 
						dma_op <= wb_dat_i[3:0];
					3'b001:	 
						dma_wcount[7:0] <= wb_dat_i[7:0];
					3'b010:	 
						dma_lad[7:1] <= wb_dat_i[7:1];
					3'b011:	 
						dma_haddr[7:1] <= wb_dat_i[7:1];
					3'b100:	 
						dma_haddr[21:16] <= wb_dat_i[5:0];
					3'b101:	 
						ibus_wait <= wb_dat_i[7:0];
				endcase
			end
			if (wb_sel_i[1] == 1'b1) begin     
				case (wb_adr_i[2:0])
					3'b001:	 
						dma_wcount[15:8] <= wb_dat_i[15:8];
					3'b010:	 
						dma_lad[15:8] <= wb_dat_i[15:8];
					3'b011:	 
						dma_haddr[15:8] <= wb_dat_i[15:8];
				endcase
			end
		end
      case (dma_state)
         dma_idle: begin
            nxm <= 1'b0;											 
            dma_we <= 1'b0;
            data_index <= dma_wcount;							 
            if (wstart == 1'b1) begin
               dma_req <= 1'b1;									 
               if (dma_gnt_i == 1'b1)							 
                  dma_state <= dma_write_prep;				 
            end
            else if (rstart == 1'b1) begin
               dma_req <= 1'b1;									 
               if (dma_gnt_i == 1'b1)							 
                  dma_state <= dma_read_prep;				 
            end
            else iocomplete <= 1'b0;
         end
         dma_read_prep: begin
            dma_we <= 1'b0;
            dma_stb <= 1'b0;
            bus_wait <= ibus_wait;								 
            dma_state <= dma_read;								 
         end
         dma_read: begin
            dma_dat <= lbdata_i;									 
            dma_we <= 1'b1;										 
            dma_stb <= 1'b1;										 
            bus_wait <= bus_wait - 1'b1;						 
            if (|bus_wait == 0) begin
               nxm <= 1'b1;										 
               dma_we <= 1'b0;
               dma_stb <= 1'b0;									 
               dma_state <= dma_read_done;					 
            end
            else if (dma_ack_i == 1'b1) begin
               dma_stb <= 1'b0;									 
               data_index <= data_index + 1'b1;				 
               dma_we <= 1'b0;
               dma_state <= dma_read_next;
            end
         end
         dma_read_next: begin
				dma_haddr <=  dma_haddr +  1'b1;					 
				dma_lad <= dma_lad + 1'b1;							 
            if (|data_index != 0)								 
               dma_state <= dma_read_prep;					 
            else
               dma_state <= dma_read_done;					 
         end
         dma_read_done: begin
            dma_req <= 1'b0;										 
            if (rstart == 1'b0) begin
               dma_state <= dma_idle;							 
               iocomplete <= 1'b0;								 
            end
            else
               iocomplete <= 1'b1;								 
         end
         dma_write_prep: begin
            dma_we <= 1'b0;
            dma_stb <= 1'b1;										 
            bus_wait <= ibus_wait;								 
            dma_state <= dma_write;
         end
         dma_write: begin
            bus_wait <= bus_wait - 1'b1;						 
				lbdata <= dma_dat_i;
            if (|bus_wait == 0) begin
               nxm <= 1'b1;										 
               dma_we <= 1'b0;
               dma_stb <= 1'b0;									 
               dma_state <= dma_write_done;					 
            end
            else if (dma_ack_i == 1'b1) begin
               dma_we <= 1'b0;
               dma_stb <= 1'b0;									 
               data_index <= data_index + 1'b1;				 
               dma_state <= dma_write_next;
            end
         end
         dma_write_next: begin
				dma_haddr <=  dma_haddr +  1'b1;					 
				dma_lad <= dma_lad + 1'b1;							 
            if (|data_index != 0)								 
               dma_state <= dma_write_prep;					 
            else
               dma_state <= dma_write_done;					 
         end
         dma_write_done: begin
            dma_req <= 1'b0;										 
            if (wstart == 1'b0)  begin
               iocomplete <= 1'b0;								 
               dma_state <= dma_idle;							 
            end
            else iocomplete <= 1'b1;							 
         end
      endcase
   end
end
endmodule
==> ./run.sh <==
#!/bin/bash
# OpenROAD 26Q1-2900-gdf79404cd8, Yosys 0.63+post, stock flow scripts
make -C /OpenROAD-flow-scripts/flow DESIGN_CONFIG=/design/flow/config.mk WORK_HOME=/design/flow/orfs finish
==> ./config.mk <==
export PLATFORM = sky130hd
export DESIGN_NAME = dma
export DESIGN_NICKNAME = dma
export VERILOG_FILES = /design/flow/design.v
export SDC_FILE = /design/flow/constraint.sdc
export NUM_CORES = 4
export LEC_CHECK = 1
export CORE_UTILIZATION = 40
==> ./constraint.sdc <==
current_design dma

set clk_period 6.2
set clk_io_pct 0.2

create_clock -name clk0 -period $clk_period [get_ports {clk_i}]

set non_clock_inputs [all_inputs -no_clocks]
set_input_delay [expr $clk_period * $clk_io_pct] -clock clk0 $non_clock_inputs
set_output_delay [expr $clk_period * $clk_io_pct] -clock clk0 [all_outputs]
==> impl_metrics.py <==
# Flow results
metrics = {
    "die": {
        "initial_core_util": 0.4072,
        "core_mm2": 0.01871,
        "io_pins": 152,
        "die_area_mm2": 0.01960,
        "rows": 50,
        "die_h_um": 140.0,
        "die_w_um": 140.0,
    },
    "cts": {
        "cts-htree-levels": 4,
        "cts_buffer_depth": 2,
        "hold_buffers": 0,
        "clk_pin_slew_worst_paths_ns": 0.06,
        "cts_tree": "built",
        "clkLatencyLatePin_ns": 0.42,
        "clock_sinks": 152,
        "post_cts_buffers": 0,
        "cts_made_buffers": 17,
        "root_buffer": "clkbuf_16",
        "cts_resized": 0,
    },
    "power": {
        "finalPower_uw": 3617,
        "ir_worst_vdd_mv": 0.2280,
        "power_density_mw_per_mm2": 361.8,
        "leakage_uw": 0.003752,
    },
    "global_routing": {
        "grt_pass1_vias": 5891,
        "grt_first_pass_wirelength_um": 31870,
        "grt_max_degree": 53,
        "antenna_found_initial": 0,
        "grtUsageTotal": 0.2188,
        "gr-total-overflow": 0,
    },
    "layout": {
        "fillers": 1558,
        "area_growth_pct": 31.24,
        "seq_area_mm2": 0.004185,
        "combGateArea_mm2": 0.003207,
        "drive_above_1_share": 0.1369,
        "stdcell_area_mm2": 0.009997,
    },
    "final_timing": {
        "tightest_slew_ns": 0.8688,
        "finClkSkew_ns": 0.008793,
        "fin_crit_sh": 0.5996,
        "setup_tns_ns": 0,
        "timing.final.hold_violations": 0,
        "rsz0062_at_grt": "no",
        "final-max-slew-violation-count": 0,
        "max_freq_mhz": 269.0,
        "max_slew_margin": 0.4187,
        "setup_violations": 0,
        "fin_crit_ns": 3.717,
    },
    "logic_synthesis": {
        "most_common_cell": "edfxtp_1",
        "synth_cell_type_count": 75,
        "ys_seq_frac": 0.5494,
        "syn_avg_cell_area_um2": 11.20,
        "yosysCellCount": 680,
        "yosysTopAreaCell": "edfxtp_1",
        "synthCells": 680,
        "synth.area.top_cells": "edfxtp_1, dfrtp_1, dfstp_2",
        "enable_flop_cells": 72,
        "yosysWarningCount": 1,
        "synthArstFlopShare": 0.5132,
        "synthFlopType": "edfxtp_1",
        "synthTopCellsByCount": "edfxtp_1, nor2_1, nand2_1",
        "synth_chip_area_mm2": 0.007617,
        "top_cell_area_share": 0.2838,
        "ys_ff": 152,
        "syn_area_mm2": 0.007617,
    },
    "worst_setup_path": {
        "worstSetupStartpoint": "wb_cyc_i",
        "cp-end-kind": "primary output",
        "r2r-start": "dma_haddr[1]$_DFFE_PP0P_",
        "critPathKind": "in2out",
        "crit_path_start_kind": "primary input",
        "critPathMaxFanout": 7,
        "arrival_ns": 2.48,
        "cp_data_required_time_ns": 4.96,
        "r2r_setup_slack_ns": 4.03,
    },
    "detailed_routing": {
        "num_vias": 6191,
        "routedWlPerCell_um": 18.76,
        "num_antenna_cells": 0,
        "dr.pass1.iters": 5,
        "drt_iter0_markers": 466,
        "detail_route.wirelength_um": 20150,
        "ant_nets": 0,
        "post-route-drc-count": 0,
        "viasPerCell": 5.764,
    },
    "min_path": {
        "min_from": "ack[0]$_DFF_P_",
        "hp-class": "reg2reg",
    },
    "job": {
        "maxCapViolations": 0,
        "warning_count": 27,
    },
    "placement": {
        "hpwl_um": 14540,
        "place_congestion": 0.9153,
        "io_buffers": 150,
        "placed_area_mm2": 0.009351,
    },
    "status": {
        "status": "finished, final reports clean",
    },
}
stage by stage:
step	hold WS, ns	worst slack [ns]	instances	utilization
after floorplan	0.4118	2.279	680	-
after global placement	0.4239	2.477	1042	0.4999
after detailed placement	0.4237	2.473	1042	0.4999
after CTS	0.4390	2.473	1074	0.5344
after global routing	0.4460	2.429	1074	0.5344
final	0.4385	2.483	1074	0.5344
flip-flops by register name, summed over array words and instances, names as in the netlist, 9 cells and up:
signal,count
data_index,16
dma_dat,16
dma_haddr,21
dma_lad,15
dma_state,9
dma_wcount,16
lbdata,16
wb_dat,16
final timing paths:
kind | end | cells after the start
worst max-delay path | wb_ack_o | 3
worst min-delay path | ack[1]$_DFF_P_ | 1
worst max register to register | dma_haddr[21]$_DFFE_PP0P_ | 5
worst min register to register | ack[1]$_DFF_P_ | 1
max in group asynchronous | dma_haddr[15]$_DFFE_PP0P_ | 3
min in group asynchronous | dma_state[3]$_DFF_PP0_ | 2
report_power, final:
group / total [uW] / internal, uW / switching (uW)
Clock: 1110 / 706 / 400
Sequential: 1600 / 1320 / 277
Combinational: 912 / 485 / 427
logic make-up after synthesis:
logic type      after synthesis  synth area share
simple gates                253            0.1774
flops                       152            0.5494
compound gates              147            0.1342
buf+inv                      56           0.03072
mux                          46           0.07605
xor+xnor                     19           0.02185
fa+ha+maj                     6          0.009855
other cells                   1         0.0004923
final cells by class:
type | count | share of cell area
Clock buffer | 22 | 0.05081
Clock inverter | 10 | 0.01377
Multi-Input combinational cell | 472 | 0.3208
Tap cell | 234 | 0.02929
Inverter | 24 | 0.009011
Sequential cell | 152 | 0.4186
Timing Repair Buffer | 160 | 0.1577
metal layers:
layer | routed length (um) | part of all wire | vias up | GRT usage
met5 | 0 | 0 | - | 0
met4 | 501 | 0.025 | 0 | 0.05032
met3 | 1522 | 0.076 | 31 | 0.06444
met2 | 9019 | 0.45 | 268 | 0.3205
met1 | 9102 | 0.45 | 3015 | 0.3381
li1 | - | - | 2877 | -
cell usage in the layout (no fill, tap or decap), types with 5 or more instances in the layout:
| master | n |
|---|---|
| mux2_2 | 17 |
| nor4_1 | 13 |
| nand2b_1 | 9 |
| dfrtp_1 | 53 |
| edfxtp_1 | 72 |
| clkbuf_16 | 20 |
| nand4_1 | 14 |
| a21o_1 | 8 |
| a21oi_1 | 23 |
| mux2i_1 | 8 |
| nand3_1 | 18 |
| nor3_1 | 21 |
| and3_1 | 5 |
| nor2_1 | 60 |
| or3_1 | 10 |
| and4_1 | 6 |
| buf_4 | 10 |
| inv_1 | 23 |
| mux2_4 | 16 |
| nand2_1 | 60 |
| o22ai_1 | 8 |
| clkdlybuf4s50_1 | 150 |
| a222oi_1 | 8 |
| xnor2_1 | 10 |
| a211oi_1 | 15 |
| xor2_1 | 9 |
| a311oi_1 | 6 |
| dfstp_2 | 25 |
| a22oi_1 | 16 |
| ha_1 | 6 |
| o21ai_0 | 33 |
worst max-delay path: stages:
cell and delay, ns:
clkdlybuf4s50_1 0.56, and3_1 0.21, clkdlybuf4s50_1 0.47
Power figures rest on the tool's default switching activity, not on a simulated workload.
